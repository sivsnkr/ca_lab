<file path="./config.mk">
export PLATFORM = sky130hd
export DESIGN_NAME = detectingLeadingZero
export DESIGN_NICKNAME = detectingLeadingZero
export VERILOG_FILES = /design/flow/design.v
export SDC_FILE = /design/flow/constraint.sdc
export NUM_CORES = 4
export LEC_CHECK = 1
export CORE_AREA = 10 10 105 105
export DIE_AREA = 0 0 115 115
</file>
<file path="./constraint.sdc">
current_design detectingLeadingZero

set clk_period 7.1
set clk_io_pct 0.2

create_clock -name clk0 -period $clk_period

set non_clock_inputs [all_inputs -no_clocks]
set_input_delay [expr $clk_period * $clk_io_pct] -clock clk0 $non_clock_inputs
set_output_delay [expr $clk_period * $clk_io_pct] -clock clk0 [all_outputs]
</file>
<file path="./design.v">
module detectingLeadingZero(input [15:0]t1, output [10:0]tt2);
wire [15:0] check_zero,arr;
wire [15:0] dz1,dz2,dz3,dz4,dz5,dz6,dz7,dz8,dz9,dz10,dz11,dz12,dz13,dz14,dz15,dz16;
assign check_zero[15] = t1[15];
genvar i;
generate
	for(i=14;i>=0;i=i-1) begin
		assign check_zero[i] = (check_zero[i+1] | t1[i]);
	end
endgenerate
assign dz1 = check_zero[15] ? t1 : {t1[14:0],1'b0};  
assign dz2 = check_zero[14] ? dz1 : {dz1[14:0],1'b0};
assign dz3 = check_zero[13] ? dz2 : {dz2[14:0],1'b0};
assign dz4 = check_zero[12] ? dz3 : {dz3[14:0],1'b0};
assign dz5 = check_zero[11] ? dz4 : {dz4[14:0],1'b0};
assign dz6 = check_zero[10] ? dz5 : {dz5[14:0],1'b0};
assign dz7 = check_zero[9] ? dz6 : {dz6[14:0],1'b0};
assign dz8 = check_zero[8] ? dz7 : {dz7[14:0],1'b0};
assign dz9 = check_zero[7] ? dz8 : {dz8[14:0],1'b0};
assign dz10 = check_zero[6] ? dz9 : {dz9[14:0],1'b0};
assign dz11 = check_zero[5] ? dz10 : {dz10[14:0],1'b0};
assign dz12 = check_zero[4] ? dz11 : {dz11[14:0],1'b0};
assign dz13 = check_zero[3] ? dz12 : {dz12[14:0],1'b0};
assign dz14 = check_zero[2] ? dz13 : {dz13[14:0],1'b0};
assign dz15 = check_zero[1] ? dz14 : {dz14[14:0],1'b0};
assign dz16 = check_zero[0] ? dz15 : {dz15[14:0],1'b0};
assign tt2 = dz16[15:4];
endmodule
</file>
<file path="./run.sh">
#!/bin/bash
# OpenROAD 26Q1-2900-gdf79404cd8, Yosys 0.63+post, stock flow scripts
make -C /OpenROAD-flow-scripts/flow DESIGN_CONFIG=/design/flow/config.mk WORK_HOME=/design/flow/orfs finish
</file>
==> results_slide.txt <==
Key Metrics from the Run

Yosys
  – Parity-gate share of the synthesized area counting xor and xnor cells: 0%
  – Mean instance size in the synthesized netlist: 6.58 um^2
  – Warnings, synthesis: 0
  – Unique masters post-synth: 55
  – Synth logic family: AND-OR/OR-AND gates
  – Multiplexer share of the synthesized area: 16.9%
  – Area share of fa/ha/maj cells after synthesis: 0%
  – Fraction of the mapped netlist area in compound gates: 43.2%
  – Post-synthesis cell area: 0.00146 mm^2
  – Count of mapped cells out of synthesis: 222
  – Simple-gate share of the synthesized area: 31.9%
  – Chip area estimate from yosys synthesis: 0.00146 mm^2
  – Yosys cell count: 222
  – Seq/Total Area, Yosys: 0%

STA
  – Final cycle utilization of the critical path: 93.4%
  – Max-slew violations: 0
  – Final Hold Slack: 3.95 ns
  – FMAX: 151 MHz
  – Final Setup Violations: 0
  – Final Hold Violating Endpoints: 0
  – RSZ-0062 raised after global routing: no
  – Post-layout min period: 6.63 ns
  – Final total negative setup slack: 0 ns
  – Max transition margin: 52.8%
  – Slew at the pin with the worst max-slew slack: 0.706 ns

Critical path
  – Crit Path Max Fanout: 17
  – Crit start category: input pin
  – Data required time of the critical path: 5.68 ns
  – Endpoint type of the worst setup path: primary output
  – Critical path launch point: t1[14]
  – Critical path class: in2out
  – Worst Path Arrival: 5.21 ns

Global routing
  – Met2 demand-to-capacity share in global routing: 12.4%
  – Remaining global-route overflow: 0
  – Number of global-route vias before repair: 1,759
  – Global-route total usage across every layer: 7.67%
  – Antenna violations before repair: 0
  – Met3 usage in global routing: 0.738%
  – First-pass GRT wire length: 8770 um
  – Busiest layer in global routing: met2
  – Pin count of the biggest net entering global routing: 21
  – GR Util met1: 11.3%

Cells and area
  – Share of cells above drive strength 1: 13.6%
  – Layout area overhead: 25.1%
  – Filler Cell Count: 977
  – Total of clock buffers placed in the layout: 0
  – Multi-input combinational cell area: 0.00134 mm^2
  – FF+latch area: 0 um^2
  – Layout Cell Area excl Fill: 0.00183 mm^2
  – Count of flip-flops and latches: 0

Routing
  – Routed length per placed instance: 14.8 um
  – Iteration tally of the first detailed-router pass: 4
  – Average via count per standard cell: 5.14
  – Tally of nets with antenna violations remaining after routing: 0
  – Final Routed Wirelength: 5100 um
  – First-iteration detailed-routing DRC count: 95
  – Vias after detailed routing: 1,768
  – Remaining DRCs: 0
  – Inserted Diodes: 0

Place
  – Placed cell area: 0.00183 mm^2
  – Dpl hpwl: 4060 um
  – Global placer's final weighted congestion: 0.919
  – Count of input and output buffers: 27

Die
  – Die y size: 115 um
  – Die outline area: 0.0132 mm^2
  – Horizontal die size: 115 um
  – Area of the core: 0.00876 mm^2
  – Fp_density: 16.7%
  – Number of top-level pins: 27
  – Number of placement rows: 34

Clock tree
  – Hold-fix buffers at CTS: 0
  – Setup Buffers After CTS: 0
  – Cell resize tally after clock tree synthesis: 0

Flow run
  – Max-cap violation count: 0
  – Number of warnings in the stage logs: 32

Power and ir drop
  – Overall power consumption: 0.122 mW
  – Worst VDD drop: 0.0000289 V
  – Power per Cell Area: 66.8 mW/mm^2
  – Leakage Power: 0.603 nW

Run status
  – Outcome: completed

Worst hold path
  – Endpoint of the worst hold path: tt2[9]
  – WHS Path Cells: 4
  – Hold crit path type: in2out
  – Hold_sp: t1[2]
==> layer usage <==
layer	wire length, um	up-vias	share of wire (%)
li1	-	882	-
met1	2450	813	48
met2	2340	69	46
met3	271	4	5.3
met4	28	0	0.55
met5	0	-	0
==> critical path, cell delays in order <==
cell             delay, ns
clkdlybuf4s50_1       0.77
nor3_4                0.48
nand2_1               0.34
nor2_4                0.33
nand2_1               0.16
or3_1                 0.38
nor3_1                0.31
a21boi_0              0.24
a2bb2oi_1             0.17
o31a_1                0.15
clkdlybuf4s50_1       0.46
==> per-stage QoR <==
step | utilization [%] | setup slack (ns) | std cells
2_1_floorplan | - | 2.20 | 222
3_3_place_gp | 20.8 | 0.621 | 344
3_5_place_dp | 20.8 | 0.497 | 344
4_1_cts | 20.8 | 0.493 | 344
5_1_grt | 20.8 | 0.120 | 344
6_report | 20.8 | 0.472 | 344
==> kinds of logic (layout without fill, tap and decap cells) <==
family / count (synthesis) / in the layout
buffers and inverters: 27 / 41
AOI/OAI and AO/OA: 88 / 88
and+or+nand+nor: 89 / 89
muxes: 18 / 18
==> placed cells by master, fill, tap and decap left out, types with 5 or more instances in the layout <==
master	synthesis	layout
buf_4	1	7
nand2b_1	6	6
a211oi_1	7	7
inv_1	5	5
o21ai_0	13	13
nor2_1	15	15
mux2_2	9	9
nor2b_1	7	7
nor3_1	6	6
nand3_1	8	8
clkdlybuf4s50_1	0	27
o22ai_1	7	7
nand2_1	27	27
a21oi_1	14	14
o211ai_1	6	6
a31oi_1	6	6
==> synth_stat cells, drive strengths merged (4+ instances only) <==
| library cell | number | share of area [%] |
|---|---|---|
| a211oi | 8 | 5.0 |
| a21oi | 14 | 4.8 |
| a31oi | 7 | 3.4 |
| buf | 7 | 2.9 |
| clkbuf | 13 | 3.3 |
| inv | 5 | 1.3 |
| mux2 | 10 | 8.0 |
| mux2i | 4 | 2.7 |
| mux4 | 4 | 6.2 |
| nand2 | 27 | 6.9 |
| nand2b | 6 | 2.6 |
| nand3 | 8 | 2.7 |
| nor2 | 16 | 4.6 |
| nor2b | 7 | 3.0 |
| nor3 | 8 | 3.9 |
| o211ai | 7 | 3.9 |
| o21a | 4 | 2.1 |
| o21ai | 14 | 4.8 |
| o22ai | 7 | 3.0 |
==> report_power, final <==
group	switching [mW]	leakage [nW]	internal [mW]	total [mW]
clock	0	0	0	0
combinational	0.0637	0.603	0.0584	0.122
sequential	0	0	0	0
total	0.0637	0.603	0.0584	0.122
==> worst max-delay path by stage <==
stage / end
after CTS: tt2[10]
final: tt2[10]
after global routing: tt2[10]
==> area by class of cell <==
| cell class | instances | share of cell area, % |
|---|---|---|
| tap | 108 | 7.40 |
| multi-input combinational | 195 | 73.5 |
| timing repair buffer | 34 | 17.7 |
| inverter | 7 | 1.44 |
Power and IR drop assume default switching activity.
