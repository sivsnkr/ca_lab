==> ./design.v <==
module XOR_sum(a, b, out);
input [15:0] a;
input [15:0] b;
output [15:0] out;
assign out = a^b;
endmodule
module KGP(a, b, kgp_one, kgp_two, cin);
input [15:0] a;
input [15:0] b;
input cin;
output [16:0] kgp_one;
output [16:0] kgp_two;
assign kgp_one[0] = cin;
assign kgp_two[0] = 1'b0;
generate
	genvar i;
	for(i=1; i<17; i=i+1) begin
		assign kgp_one[i] = a[i-1]&b[i-1];
		assign kgp_two[i] = a[i-1]^b[i-1];
	end
endgenerate
endmodule
module Parallel_Prefix(kgp_one, kgp_two, final_kgp);
input [16:0] kgp_one;
input [16:0] kgp_two;
output [15:0] final_kgp;
wire [15:0] kgp_three;
wire [15:0] kgp_four;
wire [15:0] kgp_five;
wire [15:0] kgp_six;
wire [15:0] kgp_seven;
wire [15:0] kgp_eight;
wire [15:0] kgp_nine;
assign kgp_three[0] = kgp_one[0];
assign kgp_four[0] = kgp_two[0];
generate
	genvar i;
	for(i=15; i>=1; i=i-1) begin
		assign kgp_three[i] = (kgp_one[i-1]&kgp_two[i])+kgp_one[i];
		assign kgp_four[i] = kgp_two[i]&kgp_two[i-1];
	end
	assign kgp_five[0] = kgp_three[0];
	assign kgp_five[1] = kgp_three[1];
	for(i=15; i>=2; i=i-1) begin
		assign kgp_five[i] = (kgp_three[i-2]&kgp_four[i])+kgp_three[i];
		assign kgp_six[i] = kgp_four[i]&kgp_four[i-2];
	end
	for(i=0; i<4; i=i+1) begin
		assign kgp_seven[i] = kgp_five[i];
	end
	for(i=15; i>=4; i=i-1) begin
		assign kgp_seven[i] = (kgp_five[i-4]&kgp_six[i])+kgp_five[i];
		assign kgp_eight[i] = kgp_six[i]&kgp_six[i-4];
	end
	for(i=0; i<8; i=i+1) begin
		assign final_kgp[i] = kgp_seven[i];
	end
	for(i=15; i>=8; i=i-1) begin
		assign final_kgp[i] = (kgp_seven[i-8]&kgp_eight[i])+kgp_seven[i];
	end
endgenerate
endmodule
module RCA(a, b, overflow, cin, sum);
input [15:0] a;
input [15:0] b;
input cin;
output [15:0] sum;
output overflow;
wire [15:0] xor_output;
wire [16:0] kgp_one;
wire [16:0] kgp_two;
wire [15:0] final_kgp;
XOR_sum get_output(a, b, xor_output);
KGP generate_kgp(a, b, kgp_one, kgp_two, cin);
Parallel_Prefix parallel_prefix01(kgp_one, kgp_two, final_kgp);
assign sum = xor_output^final_kgp;
assign overflow = ((a[15]^b[15])&final_kgp[15])+(a[15]&b[15]);
endmodule
==> ./run.sh <==
#!/bin/bash
# OpenROAD 26Q1-2900-gdf79404cd8, Yosys 0.63+post, stock flow scripts
make -C /OpenROAD-flow-scripts/flow DESIGN_CONFIG=/design/flow/config.mk WORK_HOME=/design/flow/orfs finish
==> ./config.mk <==
export PLATFORM = sky130hd
export DESIGN_NAME = RCA
export DESIGN_NICKNAME = RCA
export VERILOG_FILES = /design/flow/design.v
export SDC_FILE = /design/flow/constraint.sdc
export NUM_CORES = 4
export LEC_CHECK = 1
export CORE_AREA = 10 10 76 76
export DIE_AREA = 0 0 86 86
==> ./constraint.sdc <==
current_design RCA

set clk_period 5.3
set clk_io_pct 0.2

create_clock -name clk0 -period $clk_period

set non_clock_inputs [all_inputs -no_clocks]
set_input_delay [expr $clk_period * $clk_io_pct] -clock clk0 $non_clock_inputs
set_output_delay [expr $clk_period * $clk_io_pct] -clock clk0 [all_outputs]
==> out/results.tsv <==
stage	metric	value	unit
yosys	synthesis area per yosys	1260	um2
die	Die X	86	um
yosys	Synth top cells by count	xnor2_1, nand2_1, ha_1	
global_routing	Tot GR Track Use	8.07	%
yosys	Area leader share	14.8	%
route	final WL	3290	um
critical_path	Startpoint Class	input pin	
global_routing	number of global-route vias before repair	1225	
die	Pre-Place Util	30.7	%
finish	layout clock buffer count	0	
route	Vias	1317	
global_routing	first-pass GRT wire length	5290	um
sta	Final Max Slew Viols	0	
sta	post-route setup slack	0.141	ns
critical_path	Required @ worst endpoint	4.24	ns
route	DRC violations left	0	
yosys	Yosys top cell by instances	xnor2_1	
finish	sequential cell area	0	um2
critical_path	CP Capture Type	output port	
die	chip area	7400	um2
sta	Final Setup Violations	0	
power	Int Power	0.159	mW
placed_design	routability cong.	0.861	
die	Cell Rows	23	
min_path	Hold WC Path Type	input pin to output port	
yosys	post-synthesis area per instance	7.91	um2
die	Ports	50	
min_path	hold-critical path depth	3	
route	drt wl/cell	12.1	um
run	Max Cap Viol	0	
route	number of DRC markers in iteration 0	38	
placed_design	Detail Placement HPWL	2890	um
power	power consumption	0.257	mW
sta	part of the cycle the worst path needs	97.3	%
critical_path	Setup CP Type	input pin to output port	
yosys	Post-Synth AOI/OAI Area	17.5	%
yosys	Multiplexer share	4.75	%
route	DR pass1 iterations	4	
finish	Post-Layout Inst Area	1990	um2
global_routing	maximum number of pins on one net before global-route repair	10	
yosys	Simple Share, Synth	30.8	%
yosys	ranking of synthesized cells by area	ha_1, xnor2_1, xor2_1, nand2_1, and3b_1	
global_routing	GRT overflow	0	
finish	area growth from synthesis to layout	57.6	%
critical_path	CP peak stage delay	0.45	ns
route	Routed Antenna Nets	0	
critical_path	critical path's most frequent cell	clkdlybuf4s50_1	
yosys	register share after synthesis	0	%
power	Logic pwr share	100.0	%
sta	unrepaired setup endpoints after global routing	no	
yosys	Yosys Instances	160	
finish	flip-flops	0	
critical_path	Critical-path top delay cell	clkdlybuf4s50_1	
die	Core Region	4120	um2
die	vertical die size	86	um
power	sequential power share	0	%
sta	actual slew at the worst max-slew pin	0.490	ns
yosys	Synth Warn #	0	
outcome	status	completed	
yosys	cell count after synthesis	160	
yosys	Cell Type Count	48	
power	switching portion of total power	38.2	%
power	Lkg Pwr	0.829	nW
yosys	Adders+Majority by Area	18.0	%
sta	Slew HR	67.2	%
route	number of inserted diodes	0	
route	DR vias/cell	4.86	
power	Clock Power Share	0	%
yosys	XOR Share, Synth	25.2	%
power	Net Switching	0.0984	mW
sta	Hold Fails Final Rpt	0	
power	Peak supply drop	0.0541	mV
sta	post-layout min period	5.16	ns
sta	Max Clk Rate	194	MHz
finish	ratio of cells with drive above 1 in the final layout	17.2	%
yosys	biggest area consumer among synthesized cells	ha_1	
critical_path	worst-path fanout max	5	
placed_design	dpl ws	-0.193	ns
critical_path	crit-path cells	clkdlybuf4s50_1 -> ha_1 -> and3b_1 -> o21ai_2 -> mux2i_2 -> xnor2_2 -> xnor2_4 -> a311o_1 -> nand3_1 -> fa_1 -> inv_1 -> clkdlybuf4s50_1	
placed_design	port bufs	50	
critical_path	crit path DAT	4.10	ns
run	Log Warnings	32	
placed_design	cell area after placement	1900	um2
global_routing	initial antenna violation count	0	
sta	hold slack final	2.93	ns
power	PD cells	129	nW/um2
yosys	Synth Cell Area	1260	um2
yosys	comb area leader	simple AND/OR/NAND/NOR gates	
## layout make-up
type | count | area [um2]
repair buffers | 65 | 616
multi-input cells | 149 | 1290
inverters | 7 | 26.3
well taps | 50 | 62.6
fillers | 407 | 2120
## power groups by stage
stage | logic, mW | clock network, mW | registers (mW)
after CTS | 0.252 | 0 | 0
after global routing | 0.285 | 0 | 0
final | 0.257 | 0 | 0
## cells by family (layout without fill, tap and decap cells)
logic type | Yosys count | after routing
XOR/XNOR | 34 | 34
AND/OR/NAND/NOR | 64 | 64
adder cells (fa/ha/maj) | 17 | 17
multiplexers | 6 | 6
buffers and inverters | 11 | 72
AND-OR/OR-AND | 28 | 28
## layer usage
metal | track usage [%] | routed length [um] | up-vias | part of all wire, %
li1 | - | - | 706 | -
met1 | 10.7 | 1640 | 576 | 50
met2 | 13.8 | 1420 | 35 | 43
met3 | 1.81 | 228 | 0 | 6.9
met4 | 0 | 0 | 0 | 0
met5 | 0 | 0 | - | 0
## final timing paths
path / start / to / slack, ns
worst max-delay path: b[6] / sum[15] / 0.14
worst min-delay path: a[0] / sum[0] / 2.93
## per-stage QoR
step	cells	setup TNS, ns	utilization (%)
floorplan	160	0	-
global placement	269	-0.185	46.3
detailed placement	269	-0.295	46.3
CTS	270	0	46.7
global route	271	0	48.4
finish	271	0	48.4
## worst max-delay path: cells and delay by family
kind                       cells  cell delay (ns)
and+or+nand+nor                2             0.30
xor gates and xnor gates       2             0.33
adders and majority gates      2             0.73
muxes                          1             0.27
AOI/OAI and AO/OA              2             0.49
buffers and inverters          3             0.91
## timing repair
action,4_1_cts,5_1_grt
setup endpoints to repair,2,4
buffers inserted,1,1
pin swaps,3,5
hold buffers,0,0
resized,6,15
## placed cells by master, fill, tap and decap left out, types with 3 or more instances in the layout
master	count
a21oi_1	3
and3b_1	7
buf_4	15
clkdlybuf4s50_1	46
ha_1	14
inv_1	7
mux2i_1	4
nand2_1	18
nand2b_1	4
nand3_1	6
nor2_1	3
nor3_1	3
nor4_1	3
o21ai_0	4
xnor2_1	19
xor2_1	11
No activity file was given, so power comes from the tool's default toggle rates.
